--- flow/run.sh ---
#!/bin/bash
# OpenROAD 26Q1-2900-gdf79404cd8, Yosys 0.63+post, stock flow scripts
make -C /OpenROAD-flow-scripts/flow DESIGN_CONFIG=/design/flow/config.mk WORK_HOME=/design/flow/orfs finish
--- flow/config.mk ---
export PLATFORM = sky130hd
export DESIGN_NAME = counter
export DESIGN_NICKNAME = counter
export VERILOG_FILES = /design/flow/design.v
export SDC_FILE = /design/flow/constraint.sdc
export NUM_CORES = 4
export LEC_CHECK = 1
export CORE_UTILIZATION = 30
--- flow/constraint.sdc ---
current_design counter

set clk_period 6.6
set clk_io_pct 0.2

create_clock -name clk0 -period $clk_period [get_ports {CLOCK}]

set non_clock_inputs [all_inputs -no_clocks]
set_input_delay [expr $clk_period * $clk_io_pct] -clock clk0 $non_clock_inputs
set_output_delay [expr $clk_period * $clk_io_pct] -clock clk0 [all_outputs]
--- flow/design.v ---
module counter(
input UP, 
input DOWN,
input CLOCK,
input RESET,
output [3:0] LEDS
);
reg [3:0] COUNT; 
reg divided_clk = 1'b0;  
reg [31:0] counter = 1'b0; 
always@(posedge divided_clk)  
	begin
	if(RESET == 1) begin
		COUNT <=1'b0;
		end else if (UP == 1) begin
		COUNT <= COUNT + 1;  
		end else if (DOWN == 1) begin
		COUNT <= COUNT - 1;  
	end
	end
always@ ( posedge CLOCK )  
	begin
		counter <= counter + 1'b1;
		if ( counter == 40000000)  
			begin
			divided_clk <= ~divided_clk;  
			counter <= 1'b0;  
			end
	end
assign LEDS[3:0] = COUNT[3:0];
endmodule
==> results.py <==
# Generated from Yosys and OpenROAD reports
metrics = {
    "worst_hold_path": {
        "hold_path_class": "reg2reg",
        "hold_start": "counter[31]",
    },
    "logic_synthesis": {
        "synth_cells": 182,
        "synth.top_cell.area_share_pct": 42.4,
        "flop_cell": "dfxtp_1",
        "yosysWarnings": 1,
        "ys_cells": 182,
        "yosys-stat-area_um2": 1700,
        "edf_count": 1,
        "synthTopCellsByArea": "dfxtp_1 42%, xnor2_1 9.3%, xor2_1 5.2%, nand4_1 4.1%, nor4_1 4.1%",
        "synth_cell_type_count": 33,
        "syn-cell-area_um2": 1700,
        "synth_flops": 37,
        "synthArstFlopShare_pct": 0,
        "avgSynthCellArea_um2": 9.34,
        "yosysTopAreaCell": "dfxtp_1",
        "ys_seq_share_pct": 44.2,
    },
    "drt": {
        "viasPerCell": 4.75,
        "drc": 0,
        "first_pass_iters": 4,
        "drt_iter0_markers": 38,
        "via_count": 1258,
        "drt-total-wl_mm": 2.96,
        "antenna_left": 0,
        "post_drt_wl_per_cell_um": 11.2,
        "insertedDiodeCount": 0,
    },
    "final_timing": {
        "fmax_mhz": 499,
        "skew_ns": 0.00541,
        "slew_headroom_pct": 43.0,
        "unclocked_regs": 4,
        "setup_viol": 0,
        "rsz0062_at_grt": "false",
        "fin_crit_sh_pct": 30.4,
        "untimed_endpoints": 8,
        "setup_tns_ns": 0,
        "hold_viol": 0,
        "period_minus_slack_ns": 2.01,
        "worst_pin_slew_ns": 0.852,
        "drv_slew": 0,
    },
    "cells_and_area": {
        "fin_area_um2": 1950,
        "layout_top_cell": "dfxtp_1",
        "area_delta_synth_final_pct": 14.6,
        "drive_above_1_share_pct": 6.22,
        "fill_cells": 569,
        "final_cell_mix": "36 x dfxtp_1, 18 x xnor2_1, 15 x nor2_1, 12 x nand3_1",
    },
    "pwr": {
        "peakVddDrop_v": 0.0000939,
        "power_density_nw_per_um2": 206,
        "leakage_nw": 0.696,
    },
    "flow_run": {
        "warning_count": 26,
        "cap_viol_max_count": 0,
    },
    "floorplanning": {
        "core_area_um2": 5470,
        "rows": 27,
        "die_h_um": 77.3,
        "fp_util_pct": 31.0,
        "ios": 8,
        "die_w_um": 77.3,
        "die_area_um2": 5970,
    },
    "worst_setup_path": {
        "cp.required_ns": 6.51,
        "path_class": "reg2reg",
        "r2r-start": "counter[0]",
        "cp-start-kind": "register",
        "crit_start": "counter[0]",
        "endpoint_kind": "register",
        "critPathMaxFanout": 11,
        "cp_data_arrival_time_ns": 1.92,
    },
    "grt": {
        "use_met1_pct": 17.0,
        "grtUsageMet3_pct": 2.78,
        "busiest_layer": "met1",
        "grt_pass1_wl_mm": 5.22,
        "track_usage_pct": 11.0,
        "antenna_found_initial": 0,
        "grt_use_met2_pct": 16.2,
        "grt_overflow": 0,
        "grt_pass1_vias": 1136,
        "grt_max_degree": 12,
    },
    "cts": {
        "cts-hold-fix-buffers": 0,
        "cts_tree": "yes",
        "cts.path.max_buffers": 2,
        "h-tree-depth": 2,
        "worstSkewPairLatency_ns": 0.28,
        "cts_setup_buffers": 0,
        "cts_inserted_buffers": 5,
        "cts-root-buf": "clkbuf_8",
        "clkTransAtPathRegs_ns": 0.07,
        "cts-resized-gates": 0,
    },
    "placed_design": {
        "dp_hpwl_mm": 2.13,
        "gp_congestion": 0.804,
        "portBuffers": 7,
        "place_area_um2": 1830,
    },
    "outcome": {
        "status": "finished, final reports clean",
    },
}
==> worst max-delay path: stages, from the launching register on <==
cell and delay, ns:
dfxtp_1 0.34, inv_1 0.06, ha_1 0.13, nor4b_1 0.25
nand4_1 0.16, nor2_1 0.69
==> flip-flops by register name, summed over array words and instances (netlist names) <==
signal and cells:
COUNT 4, divided_clk 1, counter 32
==> through the flow <==
| step | instances | util [%] | worst slack, ns | total power [mW] | hold WS [ns] |
|---|---|---|---|---|---|
| floorplan | 182 | - | 4.69 | 0.209 | 0.432 |
| global placement | 257 | 33.4 | 4.65 | 0.212 | 0.461 |
| detailed placement | 257 | 33.4 | 4.65 | 0.212 | 0.454 |
| CTS | 265 | 35.6 | 4.63 | 0.407 | 0.470 |
| global route | 265 | 35.6 | 4.49 | 0.418 | 0.491 |
| finish | 265 | 35.6 | 4.59 | 0.402 | 0.468 |
==> power breakdown <==
part | internal, mW | total, mW | switching (mW)
Sequential | 0.200 | 0.200 | 0
Combinational | 0.00384 | 0.00727 | 0.00343
Clock | 0.123 | 0.195 | 0.0716
Total | 0.327 | 0.402 | 0.0750
==> worst paths after layout <==
check,end,slack (ns),cells after the start
worst min-delay path,counter[31],0.47,1
worst min register to register,counter[31],0.47,1
worst max register to register,divided_clk,4.59,5
worst max-delay path,divided_clk,4.59,5
==> routing by layer <==
layer / vias up / share of wire [%]
met4: 0 / 0.47
li1: 669 / -
met5: - / 0
met2: 19 / 43
met3: 4 / 3.8
met1: 566 / 52
==> synthesized netlist by cell type (2+ instances only) <==
| library cell | n |
|---|---|
| mux2i_1 | 2 |
| nand3_1 | 12 |
| and2_1 | 3 |
| nor4b_1 | 2 |
| or4_1 | 3 |
| xor2_1 | 10 |
| nor2_1 | 15 |
| and4_1 | 4 |
| nor3_1 | 5 |
| nand2_1 | 10 |
| a21o_1 | 2 |
| a21oi_1 | 5 |
| inv_1 | 10 |
| dfxtp_1 | 36 |
| ha_1 | 4 |
| nor2b_1 | 3 |
| nor4_1 | 11 |
| nand4_1 | 11 |
| o21ai_0 | 3 |
| xnor2_1 | 18 |
==> area by class of cell <==
| type | instances | area (um2) | share of cell area [%] |
|---|---|---|---|
| repair buffers | 7 | 70.1 | 3.60 |
| inverters | 10 | 37.5 | 1.93 |
| well taps | 72 | 90.1 | 4.63 |
| multi-input cells | 131 | 882 | 45.3 |
| flip-flops and latches | 37 | 751 | 38.6 |
| clock buffers | 7 | 86.3 | 4.43 |
| clock inverters | 1 | 30.0 | 1.54 |
==> cells by family after synthesis <==
group | after synthesis | share of synthesized area [%]
AND/OR/NAND/NOR | 84 | 27.8
flip-flops | 37 | 44.2
XOR/XNOR | 28 | 14.4
buffers and inverters | 14 | 3.90
AND-OR/OR-AND | 11 | 3.68
adder cells (fa/ha/maj) | 5 | 4.12
multiplexers | 3 | 1.84
Power and IR drop assume default switching activity.
