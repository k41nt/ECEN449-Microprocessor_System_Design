File: flow/run.sh
#!/bin/bash
# OpenROAD 26Q1-2900-gdf79404cd8, Yosys 0.63+post, stock flow scripts
make -C /OpenROAD-flow-scripts/flow DESIGN_CONFIG=/design/flow/config.mk WORK_HOME=/design/flow/orfs finish
File: flow/config.mk
export PLATFORM = sky130hd
export DESIGN_NAME = hw2_q2
export DESIGN_NICKNAME = hw2_q2
export VERILOG_FILES = /design/flow/design.v
export SDC_FILE = /design/flow/constraint.sdc
export NUM_CORES = 4
export LEC_CHECK = 1
export CORE_UTILIZATION = 40
File: flow/constraint.sdc
current_design hw2_q2

set clk_period 18.6
set clk_io_pct 0.2

create_clock -name clk0 -period $clk_period

set non_clock_inputs [all_inputs -no_clocks]
set_input_delay [expr $clk_period * $clk_io_pct] -clock clk0 $non_clock_inputs
set_output_delay [expr $clk_period * $clk_io_pct] -clock clk0 [all_outputs]
File: flow/design.v
module hw2_q2(Out, In);
input [7:0] In;
output reg Out;
integer i = 0;
integer cnt = 0;
always@(In)
begin
for(i = 0; i < 8; i =i+1)
    begin
        if(In[i] == 1) 
            cnt = cnt + 1;
    end
    if((cnt % 2) == 1)  
        Out = 1;
    else
        Out = 0; 
    end
endmodule 
==> qor.tcl <==
set qor(min_path_type) {in -> out}
set qor(maximum_number_of_pins_on_one_net_before_global_route_repair) 33
set qor(numSynthFlops) 32
set qor(openroad.warnings) 32
set qor(total_power_w) 0.0000673
set qor(timing.final.setup_violations) 0
set qor(worst_slew_margin_relative_to_its_limit_pct) 24.2
set qor(synthToLayoutAreaGrowth_pct) 2.65
set qor(post_synth_instance_area_mm2) 0.00859
set qor(post_synth_fa_ha_maj_area_fraction_pct) 1.17
set qor(vias_in_the_first_global_route) 7994
set qor(synth-edff-count) 0
set qor(first_pass_iters) 5
set qor(muxShareOfSynthArea_pct) 1.98
set qor(yosysChipArea_mm2) 0.00859
set qor(xor_area_share_pct) 21.5
set qor(synthArstFlopShare_pct) 0
set qor(finish.cell_count_without_fillers) 1464
set qor(finish.utilization_pct) 41.9
set qor(postLayoutCellArea_mm2) 0.00881
set qor(drv_cap) 0
set qor(fmax_ghz) 0.0621
set qor(chip_area_mm2) 0.0221
set qor(drt_iter0_markers) 841
set qor(end_kind) {output port}
set qor(period_needed_ns) 16.10
set qor(vias_per_cell) 6.22
set qor(floorplan.core_area_mm2) 0.0210
set qor(cts_setup_buffers) 0
set qor(grt_pass1_wl_um) 42100
set qor(dp_cells) 1464
set qor(synth_cell_type_count) 111
set qor(die-height_um) 149
set qor(grt_remaining_overflow) 0
set qor(largest_reg_flops) 32
set qor(critical_path.max_stage_delay_ns) 0.93
set qor(run_status) {finished, final reports clean}
set qor(worst_hold_path_cells) 4
set qor(wirelength_um) 25800
set qor(worst-endpoint-arrival_ns) 12.38
set qor(post_synth_inst_count) 1220
set qor(worstPathRequired_ns) 14.88
set qor(ys_sh_aoi_pct) 24.2
set qor(worst_path_slowest_cell) {clkdlybuf4s50_1}
set qor(boundaryPins) 9
set qor(hold_violations) 0
set qor(untimed_endpoints) 32
set qor(cp_num_cells) 27
set qor(post_synth_main_logic_family) {simple AND/OR/NAND/NOR gates}
set qor(crit_family) {simple AND/OR/NAND/NOR gates}
set qor(synthFlopType) {dlxtn_1}
set qor(yosys_instances) 1220
set qor(unclocked_regs) 32
set qor(grt_antenna_before_repair) 2
set qor(final-max-slew-violation-count) 0
set qor(worstPathBufferInverterCount) 2
set qor(yosys_warning_tally) 281
set qor(worst_slew_pin_slew_ns) 1.13
set qor(hold_buffers) 0
set qor(number_of_drc_violations_after_detailed_routing) 0
set qor(avgRoutedWirePerCell_um) 17.6
set qor(grt_usage_pct) 23.7
set qor(peakVddDrop_mv) 0.0173
set qor(routed-via-count) 9103
set qor(placed_cell_area_mm2) 0.00881
set qor(post_synth_and_or_nand_nor_area_fraction_pct) 42.3
set qor(power.density_mw_per_mm2) 7.63
set qor(p_leak_nw) 2.61
set qor(cp_launch_type) {primary input}
set qor(post_route_cells_drive_above_1_share_pct) 6.64
set qor(postSynthAreaPerCell_um2) 7.04
set qor(post_cts_resize_count) 0
set qor(io_buffer_count) 9
set qor(insertedDiodeCount) 0
set qor(worst-setup-path-type) {in -> out}
set qor(finalCritPeriodShare_pct) 86.6
set qor(initial_utilization_pct) 40.8
set qor(fillerInstances) 2145
set qor(gpl.final_weighted_congestion) 0.959
set qor(finalSetupTns_ns) 0
set qor(ant_nets) 0
set qor(num_rows) 53
set qor(place.detailed.hpwl_um) 21200
set qor(floorplan.die.width_um) 149
set qor(critPathMaxFanout) 19
set qor(unrepaired_setup_endpoints_after_global_routing) {no}
final timing paths:
check | start | to | slack [ns]
max | In[0] | Out | 2.50
min | In[7] | Out | 8.56
report_power, final:
part           leakage [nW]  internal, W  switching, W
Combinational          2.36    0.0000281     0.0000370
Clock                     0            0             0
Sequential            0.250   0.00000206   0.000000119
logic make-up after synthesis:
kind of cell,Yosys count
multiplexers,16
AND-OR/OR-AND,281
AND/OR/NAND/NOR,623
XOR/XNOR,203
adder cells (fa/ha/maj),8
latches,32
buffers and inverters,57
placed cells by master (no fill, tap or decap), types with 32 or more instances in the layout:
cell     instances
a21oi_1         45
dlxtn_1         32
nand2_1         92
nand3_1         67
nand4_1         53
nor2_1         106
nor3_1          55
nor4_1          43
xnor2_1        138
xor2_1          59
layout make-up:
cell class | count | area (um2) | share of cell area (%)
Tap cell | 275 | 344 | 3.90
Inverter | 14 | 52.6 | 0.596
Multi-Input combinational cell | 1131 | 7830 | 88.8
Sequential cell | 32 | 480 | 5.45
Timing Repair Buffer | 12 | 113 | 1.28
tightest hold or removal path: stages:
cell and delay (ns):
clkdlybuf4s50_1 0.49, nor2_1 0.17, nor3_1 0.07, clkdlybuf4s50_1 0.39
synthesized netlist by cell type, drive strengths merged, types with 19 or more instances:
master    n  area (um2)
o21ai    36         184
nor4     52         425
and2     26         163
xor2     61         549
a21oi    45         225
nand2    95         364
nand3    69         355
nor3     60         332
xnor2   139        1220
dlxtn    32         480
buf      25         159
and3     25         156
nand4    54         353
or2      19         119
nor2    106         398
metal layers:
metal / part of all wire [%] / GRT usage [%] / vias to the layer above / routed length, um
met5: 0 / 0 / - / 0
met4: 1.3 / 3.09 / 0 / 323
met3: 5.7 / 1.47 / 23 / 1490
met2: 41 / 34.5 / 252 / 10500
met1: 52 / 38.6 / 4194 / 13500
li1: - / - / 4634 / -
metrics by stage:
step           worst slack (ns)  hold WS (ns)
2_1_floorplan              4.94          7.57
3_3_place_gp               2.68          8.56
3_5_place_dp               2.57          8.56
4_1_cts                    2.53          8.55
5_1_grt                    1.95          8.68
6_report                   2.50          8.56
Power is estimated from default activity; no workload was simulated.
