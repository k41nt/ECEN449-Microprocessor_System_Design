File: design/flow/config.mk
export PLATFORM = sky130hd
export DESIGN_NAME = Jackpot
export DESIGN_NICKNAME = Jackpot
export VERILOG_FILES = /design/flow/design.v
export SDC_FILE = /design/flow/constraint.sdc
export NUM_CORES = 4
export LEC_CHECK = 1
export CORE_UTILIZATION = 40
File: design/flow/constraint.sdc
current_design Jackpot

set clk_period 6.8
set clk_io_pct 0.2

create_clock -name clk0 -period $clk_period [get_ports {CLOCK}]

set non_clock_inputs [all_inputs -no_clocks]
set_input_delay [expr $clk_period * $clk_io_pct] -clock clk0 $non_clock_inputs
set_output_delay [expr $clk_period * $clk_io_pct] -clock clk0 [all_outputs]
File: design/flow/design.v
module Jackpot(
input CLOCK,BUTTON,
input [3:0] SWITCHES,
input RESET,
output [3:0] LEDS
);
reg [3:0] memmory;
reg [3:0] COUNT; 
reg divided_clk = 0;  
reg [31:0] counter = 1'b0;  
always@ ( posedge CLOCK )  
	begin
	counter <= counter + 1'b1;
	if ( counter == 40000000)  
		begin
		divided_clk <= ~divided_clk;  
		counter <= 1'b0; 
		end
	end
always@(posedge divided_clk)
	begin
	if ( RESET )  
		begin
		COUNT = 4'b1000;
		end
	else if ( COUNT == 4'b0001 )  
		begin
		COUNT = 4'b1000;
		end
	else if (SWITCHES)
	begin
	   #1 memmory<=SWITCHES;  
	    if ( (COUNT == SWITCHES) && (SWITCHES!=memmory) )  
		  begin
		  COUNT = 4'b1111;  
		  end
		else
		  begin
		  COUNT = {COUNT[0], COUNT[3:1]};
		  end
	end
	else
		begin
		COUNT = {COUNT[0], COUNT[3:1]};  
		end
	end
assign LEDS[3:0] = COUNT[3:0];  
endmodule
File: design/flow/run.sh
#!/bin/bash
# OpenROAD 26Q1-2900-gdf79404cd8, Yosys 0.63+post, stock flow scripts
make -C /OpenROAD-flow-scripts/flow DESIGN_CONFIG=/design/flow/config.mk WORK_HOME=/design/flow/orfs finish
==> node_exporter_impl.prom <==
# HELP chip_impl_metric Yosys and OpenROAD flow results
# TYPE chip_impl_metric gauge
chip_impl_metric{name="route.detailed.vias_per_inst",unit=""} 5.223
chip_impl_metric{name="worst-r2r-setup-slack",unit="ps"} 4780
chip_impl_metric{name="top_area_share",unit="%"} 39.70
chip_impl_metric{name="syn-mean-instance-area",unit="µm²"} 9.867
chip_impl_metric{name="unconstrained_endpoints",unit=""} 16
chip_impl_metric{name="share_clk_of_total_power",unit="%"} 40.6
chip_impl_metric{name="cap_viol_max_count",unit=""} 0
chip_impl_metric{name="cellLeakagePower",unit="nW"} 0.7273
chip_impl_metric{name="synthesized_chip_area_reported_by_yosys",unit="mm²"} 0.001815
chip_impl_metric{name="number_of_global_route_vias_before_repair",unit=""} 1261
chip_impl_metric{name="timing.slew.headroom",unit="%"} 50.28
chip_impl_metric{name="dp_hpwl",unit="µm"} 2336
chip_impl_metric{name="max-vdd-ir-drop",unit="µV"} 112.1
chip_impl_metric{name="finish.instance_area",unit="mm²"} 0.002037
chip_impl_metric{name="flow.area_growth_from_synthesis",unit="%"} 12.20
chip_impl_metric{name="edf_count",unit=""} 5
chip_impl_metric{name="die_outline_area",unit="mm²"} 0.004812
chip_impl_metric{name="ys_flops",unit=""} 41
chip_impl_metric{name="layout-drive-gt1-share",unit="%"} 5.025
chip_impl_metric{name="number_of_clock_buffers_inserted_by_tritoncts",unit=""} 5
chip_impl_metric{name="antenna_cells_inserted",unit=""} 0
chip_impl_info{name="timing.critical_path.from_type",value="register"} 1
chip_impl_metric{name="post_cts_resized",unit=""} 0
chip_impl_metric{name="die_h",unit="µm"} 69.37
chip_impl_metric{name="place.port_buffers",unit=""} 9
chip_impl_metric{name="setup_ws",unit="ps"} 4776
chip_impl_metric{name="detailedRoute.firstIterationViolations",unit=""} 35
chip_impl_info{name="synth_area_leader_cell",value="dfxtp_1"} 1
chip_impl_info{name="timing.critical_path.to_type",value="register"} 1
chip_impl_metric{name="grt_util_all_layers",unit="%"} 14.74
chip_impl_info{name="hp-class",value="reg2reg"} 1
chip_impl_info{name="setup.worst_path.class",value="reg2reg"} 1
chip_impl_metric{name="rows",unit=""} 24
chip_impl_metric{name="swShare",unit="%"} 20.91
chip_impl_info{name="crit_slowest_cell",value="nor2_1"} 1
chip_impl_metric{name="syn_inst",unit=""} 184
chip_impl_metric{name="synth_stat.cells",unit=""} 184
chip_impl_metric{name="seqPwrFrac",unit="%"} 57.0
chip_impl_metric{name="final-setup-viol-count",unit=""} 0
chip_impl_metric{name="synth_async_sr_flop_share",unit="%"} 0
chip_impl_metric{name="avgRoutedWirePerCell",unit="µm"} 12.41
chip_impl_info{name="tritoncts",value="done"} 1
chip_impl_info{name="crit_path_cell_trace",value="inv_1, ha_1, nor4b_1, nand4b_1, nor2_1"} 1
chip_impl_metric{name="core_box_area",unit="mm²"} 0.004354
chip_impl_metric{name="post-route-min-period",unit="ps"} 2024
chip_impl_metric{name="cts.htree.levels",unit=""} 2
chip_impl_metric{name="max_stage_delay",unit="ps"} 630
chip_impl_metric{name="tool_warnings",unit=""} 27
chip_impl_info{name="synth_top_flop_cell",value="dfxtp_1"} 1
chip_impl_info{name="grt_setup_unrepaired",value="no"} 1
chip_impl_metric{name="cts_hold_buffers",unit=""} 0
chip_impl_metric{name="detailedRoute.firstPassIterationCount",unit=""} 4
chip_impl_metric{name="unclocked_regs",unit=""} 8
chip_impl_metric{name="net-switching-power",unit="W"} 0.00007148
chip_impl_metric{name="required",unit="ps"} 6710
chip_impl_metric{name="clock_skew",unit="ps"} 4.980
chip_impl_metric{name="route.detailed.drc",unit=""} 0
chip_impl_info{name="ys_top_cells_by_count",value="36 x dfxtp_1, 18 x xor2_1, 16 x xnor2_1, 13 x nor2_1, 13 x nor3_1"} 1
chip_impl_metric{name="finalCritPeriodShare",unit="%"} 29.77
chip_impl_metric{name="worst_case_clock_buffer_depth",unit=""} 2
chip_impl_metric{name="grt_pass1_wl",unit="µm"} 5713
chip_impl_info{name="top_cells_by_area",value="dfxtp_1 40%, xor2_1 8.7%, edfxtp_1 8.3%, xnor2_1 7.7%, nor3_1 3.6%"} 1
chip_impl_metric{name="critical_path_arrival",unit="ps"} 1930
chip_impl_metric{name="path_max_fanout",unit=""} 10
chip_impl_metric{name="boundaryPins",unit=""} 11
chip_impl_metric{name="totalNegativeSetupSlack",unit="ps"} 0
chip_impl_info{name="netlist.top_cell.by_instances",value="dfxtp_1"} 1
chip_impl_metric{name="mapped_area",unit="mm²"} 0.001815
chip_impl_metric{name="part_of_the_power_in_combinational_logic",unit="%"} 2.4
chip_impl_metric{name="via_count",unit=""} 1311
chip_impl_metric{name="detail-route-antenna-nets",unit=""} 0
chip_impl_info{name="run_status",value="complete, no violations"} 1
chip_impl_metric{name="dp_slack",unit="ps"} 4785
chip_impl_metric{name="routed_wirelength",unit="µm"} 3114
chip_impl_metric{name="path_clk_slew",unit="ps"} 60
chip_impl_metric{name="post_synth_num_cell_types",unit=""} 32
chip_impl_metric{name="final-max-slew-violation-count",unit=""} 0
chip_impl_metric{name="yosysWarnings",unit=""} 1
chip_impl_metric{name="worst_tran_pin_value",unit="ps"} 743.1
chip_impl_metric{name="die_w",unit="µm"} 69.37
chip_impl_info{name="clock-root-buffer",value="clkbuf_8"} 1
chip_impl_metric{name="power_report.internal_total",unit="W"} 0.0002703
chip_impl_metric{name="post-cts-setup-buffer-count",unit=""} 0
chip_impl_metric{name="grt.overflow.total",unit=""} 0
chip_impl_metric{name="postSynthSeqShare",unit="%"} 47.97
chip_impl_metric{name="globalplace.congestion",unit=""} 0.8697
chip_impl_metric{name="grt_start_max_net_pins",unit=""} 11
chip_impl_metric{name="filler_cell_count",unit=""} 393
chip_impl_metric{name="initCoreUtil",unit="%"} 41.70
chip_impl_metric{name="antenna_found_initial",unit=""} 0
chip_impl_metric{name="clock.latency.late_pin",unit="ps"} 280
chip_impl_metric{name="hold_violations",unit=""} 0
chip_impl_metric{name="placed_cell_area",unit="mm²"} 0.001954
chip_impl_metric{name="p_per_area",unit="mW/mm²"} 167.8
chip_impl_metric{name="p_total",unit="W"} 0.0003418
chip_impl_metric{name="timing.fmax",unit="MHz"} 494.0
## layout by cell type, fill, tap and decap left out, drive strengths merged, types with 5 or more instances in the layout
cell	instances
nor4	7
or4	5
inv	10
xnor2	16
dfxtp	36
clkdlybuf4s50	9
edfxtp	5
xor2	18
clkbuf	6
nor3	13
nand4	10
nor4b	5
nand2	10
nand3	9
nor2	13
## per-stage QoR
| stage | instances | util [%] | hold WS (ps) |
|---|---|---|---|
| 2_1_floorplan | 184 | - | 432.1 |
| 3_3_place_gp | 243 | 44.89 | 446.8 |
| 3_5_place_dp | 243 | 44.89 | 454.3 |
| 4_1_cts | 251 | 46.78 | 463.8 |
| 5_1_grt | 251 | 46.78 | 483.1 |
| 6_report | 251 | 46.78 | 455.3 |
## area by class of cell
type | count | area, µm² | share of cell area, %
multi-input cells | 131 | 890.9 | 43.73
flip-flops and latches | 41 | 870.8 | 42.75
repair buffers | 9 | 90.09 | 4.423
clock buffers | 6 | 72.57 | 3.563
well taps | 52 | 65.06 | 3.194
inverters | 10 | 37.54 | 1.843
clock inverters | 2 | 10.01 | 0.4914
## sequential cells by signal (all words and copies together), names as in the netlist
| signal | count |
|---|---|
| COUNT | 4 |
| counter | 32 |
| memmory | 4 |
| divided_clk | 1 |
## final timing paths
check,from,to,cells after the start
hold reg to reg,counter[31]$_SDFF_PN0_,counter[31]$_SDFF_PN0_,1
hold / removal,counter[31]$_SDFF_PN0_,counter[31]$_SDFF_PN0_,1
setup reg to reg,counter[0]$_SDFF_PN0_,divided_clk$_DFFE_PN_,5
setup / recovery,counter[0]$_SDFF_PN0_,divided_clk$_DFFE_PN_,5
## worst max-delay path: cells and delay by family (launching register included)
kind	cells	cell delay, ps
buffers and inverters	1	70
flip-flops	1	340
AND/OR/NAND/NOR	3	1110
adder cells (fa/ha/maj)	1	130
## power by group through the flow
stage / Combinational [W] / Clock (W) / Sequential, W
CTS: 0.00000845 / 0.000143 / 0.000195
global route: 0.00000932 / 0.000152 / 0.000195
finish: 0.00000826 / 0.000139 / 0.000195
## cell families (layout without fill, tap and decap cells)
kind of cell / count (synthesis) / in the layout / synth area share [%]
fa+ha+maj: 2 / 2 / 1.378
simple gates: 84 / 84 / 27.02
buf+inv: 12 / 27 / 2.963
xor+xnor: 34 / 34 / 16.40
compound gates: 9 / 9 / 3.170
flops: 41 / 41 / 47.97
mux: 2 / 2 / 1.103
## metal layers
layer	GRT usage [%]	up-vias	part of all wire, %
li1	-	682	-
met1	21.59	609	50
met2	23.84	14	46
met3	3.392	6	3.0
met4	1.814	0	1.3
met5	0	-	0
No activity file was given, so power comes from the tool's default toggle rates.
